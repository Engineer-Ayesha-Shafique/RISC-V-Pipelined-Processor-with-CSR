==> flow/design.v <==
package riscv_pkg;
   localparam DW = 32;
   localparam REG_SIZE = 32;
   localparam NO_OF_REGS_REG_FILE = 32;
   localparam REGW = $clog2(REG_SIZE);
   localparam MEM_SIZE_IN_KB = 1;
   localparam NO_OF_REGS = MEM_SIZE_IN_KB * 1024 / 4;
   localparam ADDENT = 4;
endpackage
module alu_new #(
   parameter DW = 32
)(
   input  logic [6:0]    opcode,
   input  logic          func7_5,
   input  logic [DW-1:0] alu_operand_1_i,
   input  logic [DW-1:0] alu_operand_2_i,
   input  logic [2:0]    alu_control,
   output logic [DW-1:0] alu_result_o
);
   typedef enum logic [2:0] {
      ADD_SUB,
      SLL,
      SLT,
      SLTU,
      XOR,
      SRL_SRA,
      OR,
      AND
   } e_alu;
   logic [DW-1:0] operand_2;
   logic [DW-1:0] operand_2_srl_sra;    
   logic [DW-1:0] temp;                 
   always_comb begin                    
      if (func7_5) begin
         operand_2 = ~alu_operand_2_i;
      end else begin
            operand_2 = alu_operand_2_i;
      end
   end
   always_comb begin
      operand_2_srl_sra = alu_operand_1_i;
      case(alu_control)
         ADD_SUB: if (func7_5 && (opcode == 7'b1100011 || opcode == 7'b1101111 || opcode == 7'b1100111 || opcode == 7'b0010011)) begin  
            alu_result_o = alu_operand_1_i + alu_operand_2_i;
         end else if (opcode == 7'b0110111) begin    
            alu_result_o = alu_operand_2_i;
         end else if (alu_operand_1_i[DW-1] || alu_operand_2_i[DW-1]) begin   
            alu_result_o = alu_operand_1_i + alu_operand_2_i;
         end else begin
            alu_result_o = alu_operand_1_i + operand_2 + func7_5;
         end
         SLL    : alu_result_o = alu_operand_1_i          << alu_operand_2_i;
         SLT    : alu_result_o = $signed(alu_operand_1_i) < $signed(alu_operand_2_i);
         SLTU   : alu_result_o = alu_operand_1_i          < alu_operand_2_i;
         XOR    : alu_result_o = alu_operand_1_i          ^ alu_operand_2_i;
         SRL_SRA: begin    
                     operand_2_srl_sra = operand_2_srl_sra >> alu_operand_2_i;
                     if (func7_5) begin
                        temp = {func7_5, operand_2_srl_sra};
                     end
                     else begin
                        temp = '0;
                     end
                     if (func7_5) begin
                        alu_result_o = temp;
                     end else begin
                        alu_result_o = operand_2_srl_sra;
                     end
                  end
         OR : alu_result_o = alu_operand_1_i          | alu_operand_2_i;
         AND: alu_result_o = alu_operand_1_i          & alu_operand_2_i;
      endcase
   end
endmodule
==> flow/run.sh <==
#!/bin/bash
# OpenROAD 26Q1-2900-gdf79404cd8, Yosys 0.63+post, stock flow scripts
make -C /OpenROAD-flow-scripts/flow DESIGN_CONFIG=/design/flow/config.mk WORK_HOME=/design/flow/orfs finish
==> flow/config.mk <==
export PLATFORM = sky130hd
export DESIGN_NAME = alu_new
export DESIGN_NICKNAME = alu_new
export VERILOG_FILES = /design/flow/design.v
export SDC_FILE = /design/flow/constraint.sdc
export NUM_CORES = 4
export LEC_CHECK = 1
export CORE_UTILIZATION = 40
export SYNTH_HDL_FRONTEND = slang
==> flow/constraint.sdc <==
current_design alu_new

set clk_period 16.4
set clk_io_pct 0.2

create_clock -name clk0 -period $clk_period

set non_clock_inputs [all_inputs -no_clocks]
set_input_delay [expr $clk_period * $clk_io_pct] -clock clk0 $non_clock_inputs
set_output_delay [expr $clk_period * $clk_io_pct] -clock clk0 [all_outputs]
==> summary.txt <==
Commonest Layout Cell = nor2_1
Cell Rows = 57
Gate power share = 1.000
CP bufs+invs = 4
Top Layout Cells = nor2_1, a21oi_1, o21ai_0
vias in the first global route = 11,100
ant diodes = 0
Crit-path slowest cell = clkinv_1
Final Setup Violations = 0
gate count of the mapped netlist = 1,503
Fin. Hold Viols = 0
DRC Markers = 0
crit-path cells = clkdlybuf4s50_1 > buf_4 > clkinv_1 > ha_1 > o211a_1 > a221oi_1 > a21oi_2 > o2111ai_1 > nand2_1 > o221ai_1 > mux2i_1 > o31ai_1 > clkdlybuf4s50_1
initial antenna violation count = 0
sequential share of power = 0
Clk pwr share = 0
core area = 24,600 um2
slowest stage delay, CP = 0.70 ns
Arr. time, crit path = 8.25 ns
largest net degree at the start of global routing = 73
placed cell area = 11,400 um2
P&R area growth vs syn = 12.0%
synth unique cells = 87
DRT iter0 DRCs = 1,337
Worst VDD drop = 0.0213 mV
Cell Pwr Density = 34.8 nW/um2
DRT Wirelength = 46.7 mm
first-pass GRT wire length = 70.3 mm
RSZ-0062 raised after global routing = false
max-slew violations = 0
FP Core Util = 0.413
worst slew pin tran = 0.914 ns
Tool Warnings = 96
status = finished clean
Yosys warnings = 0
Mapped Area = 10,200 um2
IO Count = 107
cell area after layout = 11,400 um2
Tmin final = 11.53 ns
IO Port Bufs = 107
Die Wd = 161 um
drt pass-1 iters = 5
area occupied by registers = 0 um2
post-CTS setup buffers = 0
most used cell, CP = clkdlybuf4s50_1
Post-DP HPWL = 35.8 mm
Internal = 0.159 mW
WP depth = 13
Critical Path Source Type = primary input
via count = 12,100
Fmax = 86.8 MHz
CLK BUF = 0
critical path class = primary input to output port
WHS Path Cells = 7
CTS Hold Bufs = 0
Routed wire per std cell = 25.1 um
Avg Cell Area, Syn = 6.76 um2
fraction of layout cells with a size suffix above 1 = 0.0695
Placer Congestion = 1.00
HP Class = primary input to output port
Die Area = 26,100 um2
Vias/cell = 6.50
yosys cell count = 1,503
Flops = 0
Routed Antenna Nets = 0
Fin Setup TNS = 0 ns
Max transition margin = 0.375
Total Routing Usage GR = 0.360
family with the most delay on the worst path = buffers and inverters
yosys synthesis chip area = 10,200 um2
cycle use final = 0.703
crit path max fanout = 48
Switching Power = 0.237 mW
critical path capture point type = output port
critical path data required time = 13.12 ns
GRT overflow = 0
CTS resizes = 0
die y size = 161 um
Sw Share = 0.598
sequential fraction of the synthesis area = 0
Leak Pwr = 4.67 nW
max_cap viols = 0
==> final timing paths <==
| kind | from | end |
|---|---|---|
| setup / recovery | alu_operand_2_i[4] | alu_result_o[31] |
| hold / removal | alu_control[0] | alu_result_o[8] |
==> metal layers <==
layer  part of all wire  vias to the layer above  routed length [um]  global-route usage
met4              0.026                        2                1220              0.0759
met5             0.0014                        -                  66              0.0227
met2               0.43                      601               19900               0.535
li1                   -                     5686                   -                   -
met1               0.45                     5740               21200               0.542
met3              0.093                       74                4360              0.0634
==> cell usage after synthesis (4+ instances only) <==
master,instances,area [um2]
o211ai_1,13,97.6
o21bai_1,18,135
or4_1,5,37.5
o221ai_1,11,96.3
a211oi_1,24,180
o2111ai_1,6,52.6
and3_1,15,93.8
mux2i_1,58,581
o22ai_1,13,81.3
inv_1,90,338
nor4_1,21,131
a21oi_1,140,701
a31oi_1,26,163
nand2b_1,4,25.0
or3_1,11,68.8
mux4_2,26,586
o21ai_0,127,636
nor2b_1,7,43.8
a21o_1,25,188
a221oi_1,13,114
nor3_1,37,185
xor2_1,43,377
buf_6,9,101
buf_2,17,85.1
clkbuf_1,59,221
nand4_1,9,56.3
nand3_1,30,150
and2_1,15,93.8
a211o_1,8,70.1
a2111oi_0,11,96.3
a22oi_1,26,195
o31ai_1,11,82.6
nand2_1,125,469
o21a_1,8,60.1
buf_1,18,67.6
mux2_2,15,169
nor2_1,163,612
o41ai_1,4,35.0
a221o_1,6,60.1
xnor2_1,34,298
ha_1,126,1580
or2_2,4,25.0
clkinv_1,4,15.0
==> metrics by stage <==
| stage | instances | utilization | worst slack [ns] | hold WS, ns | power (mW) |
|---|---|---|---|---|---|
| 6_report | 1863 | 0.463 | 4.87 | 7.71 | 0.396 |
| 3_3_place_gp | 1863 | 0.463 | 5.06 | 7.70 | 0.388 |
| 2_1_floorplan | 1503 | - | 6.39 | 6.69 | 0.256 |
| 3_5_place_dp | 1863 | 0.463 | 4.96 | 7.72 | 0.387 |
| 5_1_grt | 1863 | 0.463 | 4.55 | 7.78 | 0.430 |
| 4_1_cts | 1863 | 0.463 | 4.93 | 7.72 | 0.389 |
==> cell type report <==
type	count	area [um2]
Inverter	94	353
Fill cell	2560	13200
Timing Repair Buffer	142	1310
Tap cell	324	405
Multi-Input combinational cell	1303	9320
==> power by group through the flow <==
stage | clock (mW) | combinational, mW | sequential, mW
after CTS | 0 | 0.389 | 0
after global routing | 0 | 0.430 | 0
final | 0 | 0.396 | 0
==> cells by family after synthesis <==
| group | count (synthesis) | synth area share |
|---|---|---|
| AND-OR/OR-AND | 540 | 0.351 |
| AND/OR/NAND/NOR | 458 | 0.207 |
| buffers and inverters | 200 | 0.0838 |
| adder cells (fa/ha/maj) | 128 | 0.159 |
| multiplexers | 100 | 0.132 |
| XOR/XNOR | 77 | 0.0664 |
Power figures rest on the tool's default switching activity, not on a simulated workload.
