==> design.v <==
package riscv_pkg;
   localparam DW = 32;
   localparam REG_SIZE = 32;
   localparam NO_OF_REGS_REG_FILE = 32;
   localparam REGW = $clog2(REG_SIZE);
   localparam MEM_SIZE_IN_KB = 1;
   localparam NO_OF_REGS = MEM_SIZE_IN_KB * 1024 / 4;
   localparam ADDENT = 4;
endpackage
module pipeline_reg_1 #(
   parameter DW = 32
)(
   input  logic clk_i,
   input  logic rst_i,
   input  logic stall,
   input  logic flush,
   input  logic [DW-1:0] instr_f,       
   output logic [DW-1:0] instr_d,       
   input  logic [DW-1:0] pc_f,          
   output logic [DW-1:0] pc_d,          
   input  logic [DW-1:0] pc_plus_4_f,   
   output logic [DW-1:0] pc_plus_4_d,   
   input  logic [DW-1:0] imm_ext_f,
   output logic [DW-1:0] imm_ext_d
);
   always_ff @ (posedge clk_i, posedge rst_i) begin : pipelined_register
      if (rst_i) begin : reset_block
         instr_d     <= '0;
         pc_d        <= '0;
         pc_plus_4_d <= '0;
         imm_ext_d   <= '0;
      end : reset_block
      else if (stall) begin : to_next_stage
         instr_d     <= instr_d;
         pc_d        <= pc_d;
         pc_plus_4_d <= pc_plus_4_d;
         imm_ext_d   <= imm_ext_d;
      end : to_next_stage
      else if (flush) begin
         instr_d     <= 32'h00000013;    
      end
      else begin
         instr_d     <= instr_f;
         pc_d        <= pc_f;
         pc_plus_4_d <= pc_plus_4_f;
         imm_ext_d   <= imm_ext_f;
      end
   end : pipelined_register
endmodule
==> run.sh <==
#!/bin/bash
# OpenROAD 26Q1-2900-gdf79404cd8, Yosys 0.63+post, stock flow scripts
make -C /OpenROAD-flow-scripts/flow DESIGN_CONFIG=/design/flow/config.mk WORK_HOME=/design/flow/orfs finish
==> config.mk <==
export PLATFORM = sky130hd
export DESIGN_NAME = pipeline_reg_1
export DESIGN_NICKNAME = pipeline_reg_1
export VERILOG_FILES = /design/flow/design.v
export SDC_FILE = /design/flow/constraint.sdc
export NUM_CORES = 4
export LEC_CHECK = 1
export CORE_UTILIZATION = 40
==> constraint.sdc <==
current_design pipeline_reg_1

set clk_period 1.1
set clk_io_pct 0.2

create_clock -name clk0 -period $clk_period [get_ports {clk_i}]

set non_clock_inputs [all_inputs -no_clocks]
set_input_delay [expr $clk_period * $clk_io_pct] -clock clk0 $non_clock_inputs
set_output_delay [expr $clk_period * $clk_io_pct] -clock clk0 [all_outputs]
==> notes.org <==
* Implementation run

** Place
- The detailed placer reported the number of placed instances as 688.
- After its last routability iteration, the placer logged a weighted congestion of 0.825.
- Final HPWL DP :: 9.06 mm
- The placement report lists the number of port buffers as 259.

** Critical path
- The longest incremental delay of any stage on the critical path is reported as ~0.4 ns.
- In this design, the largest share of critical-path delay is due to flip-flops.
- The worst register-to-register path has a setup slack of 0.07 ns.
- Looking at the critical path, the highest net fanout was 2.
- Worst EP required :: 0.88 ns
- Worst endpoint data arrival time :: ~0.95 ns
- Master of the slowest instance on the critical path :: dfrtp_1
- The timing report notes that buffer and inverter cells on the critical path total 1.
- Looking at the reg2reg group, the worst path starts from pc_plus_4_d[1].
- The worst setup path is of the reg -> out kind.
- Origin of the worst setup path :: pc_d[3]
- The worst setup path is launched from a flop.
- Kind of end point of the critical path :: output pin
- The signal on the critical path passes through buf_2.

** Run status
- Violated checks :: setup timing
- The run finished, with violations left.

** Yosys
- The portion of synthesized area spent on multiplexers is a little under a quarter.
- Post-synthesis, Yosys gives the total cell area as 4710 sq um.
- In this run, the synthesized area fraction spent on adder and majority cells is recorded as 0%.
- For this design, Yosys synthesis ends with a cell count of 283.
- The netlist uses 14 different library cells.
- Avg Inst Size Synth :: 16.6 sq um
- Dominant comb cell :: multiplexers
- Number of cells produced by synthesis :: roughly 280
- Area fraction in compound gates :: 5.63%
- In the Yosys report, the sequential cells make up between 60% and 70% of the chip area.
- Warnings reported by Yosys during synthesis add up to 1.
- The top cell type by area accounts for 68.0% of the synthesized area.
- After synthesis the cells add up to 4710 sq um.
- The synthesized design spends more area on one cell type than any other, namely dfrtp_1.
- The post-synth register bit count is 128.
- Top post-synthesis cells by area :: dfrtp_1 68%, mux2_2 15%, mux2_1 7.7%
- XOR/XNOR Area Share :: 0%
- Post-synthesis share of cell area spent on and, or, nand and nor gates :: 0.930%

** Layout
- Per the run report, area growth between synthesis and finish was 82.1%.
- Most frequent cells in the layout :: 129 x clkdlybuf4s50_1, 128 x dfrtp_1, 128 x buf_2, 83 x buf_4, 65 x mux2_4
- For this run, the number of standard cells in the final layout without fillers is 803.
- Most instantiated logic cell after routing :: clkdlybuf4s50_1
- Post-route core utilization :: 74.8%
- Per the final layout report, the fraction of cells sized above drive strength 1 comes to 53.9%.

** Route
- Iteration count of the initial detailed-routing pass :: 4
- Count of routing violations after the opening detailed-route iteration :: 172
- # DRC :: 0
- TritonRoute output was used to compute an average wire per cell of 17.2 um.
- The script logs the ratio of routed vias to standard cells as 4.62.
- Routed wire length :: 13.8 mm
- Number of vias after detailed routing :: 3710
- Antenna violation net count after detailed routing :: 0
- In the routed netlist, the antenna diode instances number 0.

** Global routing
- Largest net degree at the start of global routing :: approximately 53
- Number of global-route vias before repair :: 3831
- Across every metal layer, demand over resource in global routing totals 23.1%.
- The number of antenna violations at the first check in global routing is 0.
- The first global-routing pass estimated 21.0 mm of wire.
- Grt total ovfl :: 0

** Floorplanning
- Die Size :: 12200 sq um
- Die X :: roughly 110 um
- The initialized floorplan defines 39 standard-cell rows.
- In this run the standard cell core region covers about 11000 sq um.
- Starting density of the core :: about 41%
- Number of top-level pins :: around 260
- Die Y-Extent :: between 100 and 150 um

** Clock tree
- The post-CTS hold buffer count recorded in the log is 0.
- Root Buffer :: clkbuf_16
- CTS buffer count :: 17
- CTS clock-pin slew for the worst setup and hold paths :: 0.05 ns
- CTS built an H-tree with a depth of 4.
- Counting along the longest clock path gives a buffer depth of 2.
- For this design, the sink count on the clock tree is 128.
- The clock reaches the later pin of the worst-skew pair after 0.41 ns.
- TritonCTS built the clock tree.

** Flow run
- Reported max-cap violation count :: 0
- OpenROAD warnings :: 29

** Worst hold path
- Worst min-delay path class :: in -> async

** Power
- Total power normalized to cell area comes to ~1600 nW/um^2.
- Worst-case vdd ir drop :: 1820 uV
- Power comes to about 14 mW.
- Per the OpenROAD power report, leakage power amounts to 4.20 nW.

** Timing
- For the pin with the worst max-slew slack, the measured transition is 0.359 ns.
- Pins over their slew limit in the final report were tallied at 0.
- Checking max transition, the worst relative margin is 76.1%.
- The worst path in the final design needs a cycle of 1.17 ns, including I/O delays and setup.
- Worst hold-check slack :: between 0.2 and 0.3 ns
- Maximum clock skew at final layout :: 0 ns
- Unrepaired setup endpoints after global routing :: yes
- Dividing the final minimum period by the clock period gives 106%.
- Counting endpoints that fail hold in the final report gives 0.
- The highest clock rate this design can be run at is 0.856 GHz.
- Number of endpoints failing setup at the final stage :: approximately 130
- Worst setup slack after layout :: -0.0689 ns
==> final timing paths <==
check,to,depth (start not counted)
worst max register to register,pc_plus_4_d[1],3
worst min register to register,instr_d[1],2
max in group asynchronous,imm_ext_d[12],3
worst max-delay path,pc_d[3],1
min in group clk0,instr_d[30],3
worst min-delay path,pc_d[10],3
==> state kept, by name, indices dropped and copies added (netlist names) <==
signal       count
instr_d         32
pc_d            32
pc_plus_4_d     32
imm_ext_d       32
==> worst register-to-register path, stage by stage (launching register included) <==
cell	delay (ns)
dfrtp_1	0.38
buf_4	0.14
buf_4	0.12
mux2_4	0.26
==> synth_stat cells <==
cell      count
a22o_1       28
buf_2         8
buf_4         2
buf_6         4
clkbuf_1      3
dfrtp_1     128
inv_1         1
mux2_1       32
mux2_2       64
nand2_1       4
nand2b_1      1
nor2_1        3
nor2_4        1
o21ai_0       4
==> per-layer routing <==
layer / GRT usage [%] / part of all wire [%] / wire [um] / vias up
met3: 6.04 / 6.1 / 835 / 15
li1: - / - / - / 1741
met1: 35.3 / 44 / 6020 / 1813
met4: 4.80 / 1.7 / 235 / 0
met2: 35.2 / 49 / 6690 / 141
met5: 0 / 0 / 0 / -
==> through the flow <==
step / area [sq um] / setup TNS [ns] / worst slack (ns)
after global placement: 7920 / -61.27 / -0.546
final: 8570 / -1.96 / -0.0689
after detailed placement: 7920 / -63.46 / -0.568
after CTS: 8180 / -4.50 / -0.0861
after floorplan: 5020 / -101.58 / -0.701
after global routing: 8570 / -7.17 / -0.0990
==> area by class of cell <==
type                            count  area (sq um)
Clock buffer                       26           499
Clock inverter                      6          55.1
Fill cell                         744          2900
Inverter                            1          7.51
Multi-Input combinational cell    137          1630
Sequential cell                   128          3200
Tap cell                          143           179
Timing Repair Buffer              362          2990
==> repair_timing <==
item,4_1_cts,5_1_grt
buffers inserted,42,35
resized,401,3
cloned,1,5
pin swaps,1,1
setup endpoints to repair,221,178
==> cells by family after synthesis <==
logic type / Yosys count
AOI/OAI and AO/OA: 32
DFF: 128
buffers and inverters: 18
and+or+nand+nor: 9
muxes: 96
==> where the power goes <==
part / internal [mW] / leakage [nW] / total [mW] / switching [mW]
logic: 2.04 / 2.38 / 2.76 / 0.720
registers: 5.33 / 1.54 / 5.64 / 0.312
clock network: 3.33 / 0.278 / 5.21 / 1.88
total: 10.7 / 4.20 / 13.6 / 2.91
No activity file was given, so power comes from the tool's default toggle rates.
