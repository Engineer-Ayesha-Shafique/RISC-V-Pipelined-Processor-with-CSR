**./config.mk**
```make
export PLATFORM = sky130hd
export DESIGN_NAME = pipeline_reg_2
export DESIGN_NICKNAME = pipeline_reg_2
export VERILOG_FILES = /design/flow/design.v
export SDC_FILE = /design/flow/constraint.sdc
export NUM_CORES = 4
export LEC_CHECK = 1
export CORE_AREA = 10 10 253 253
export DIE_AREA = 0 0 263 263
```
**./constraint.sdc**
```tcl
current_design pipeline_reg_2

set clk_period 1.0
set clk_io_pct 0.2

create_clock -name clk0 -period $clk_period [get_ports {clk_i}]

set non_clock_inputs [all_inputs -no_clocks]
set_input_delay [expr $clk_period * $clk_io_pct] -clock clk0 $non_clock_inputs
set_output_delay [expr $clk_period * $clk_io_pct] -clock clk0 [all_outputs]
```
**./design.v**
```verilog
package riscv_pkg;
   localparam DW = 32;
   localparam REG_SIZE = 32;
   localparam NO_OF_REGS_REG_FILE = 32;
   localparam REGW = $clog2(REG_SIZE);
   localparam MEM_SIZE_IN_KB = 1;
   localparam NO_OF_REGS = MEM_SIZE_IN_KB * 1024 / 4;
   localparam ADDENT = 4;
endpackage
module pipeline_reg_2 #(
   parameter DW = 32,
   parameter REGW = $clog2(DW)
)(
   input  logic clk_i,
   input  logic rst_i,
   input  logic stall,
   input  logic [DW-1:0]   alu_out_e,           
   output logic [DW-1:0]   alu_out_m,           
   input  logic [DW-1:0]   write_data_e,        
   output logic [DW-1:0]   write_data_m,        
   input  logic [REGW-1:0] rd_e,                
   output logic [REGW-1:0] rd_m,                
   input  logic [DW-1:0]   pc_plus_4_e,         
   output logic [DW-1:0]   pc_plus_4_m,         
   input  logic [DW-1:0]   pc_d,
   output logic [DW-1:0]   pc_m,
   input  logic            reg_write_d,         
   input  logic [1:0]      wb_sel_d,
   input  logic            mem_write_d,
   output logic            reg_write_m,
   output logic [1:0]      wb_sel_m,
   output logic            mem_write_m,
   input  logic [6:0]      opcode_d,
   output logic [6:0]      opcode_m,
   input  logic [2:0]      func3_d,
   output logic [2:0]      func3_m,
   input  logic [DW-1:0]   instr_d,
   output logic [DW-1:0]   instr_m,
   input  logic [DW-1:0]    imm_csr_d,
   output logic [DW-1:0]    imm_csr_m,
   input  logic             csr_we_d,    
   output logic             csr_we_m,
   input  logic             csr_re_d,
   output logic             csr_re_m,
   input  logic [DW-1:0]    rs1_d,
   output logic [DW-1:0]    rs1_m
);
   always_ff @ (posedge clk_i, posedge rst_i) begin : pipelined_register
      if (rst_i) begin : reset_block
         alu_out_m    <= '0;
         write_data_m <= '0;
         rd_m         <= '0;
         pc_plus_4_m  <= '0;
         reg_write_m  <= '0;
         wb_sel_m     <= '0;
         mem_write_m  <= '0;
         opcode_m     <= '0;
         func3_m      <= '0;
         instr_m      <= '0;
         imm_csr_m    <= '0;
         pc_m         <= '0;
         rs1_m        <= '0;
         csr_we_m     <= '0;
         csr_re_m     <= '0;
      end : reset_block
      else if (stall) begin : to_next_stage
         alu_out_m    <= alu_out_m;
         write_data_m <= write_data_m;
         rd_m         <= rd_m;
         pc_plus_4_m  <= pc_plus_4_m;
         reg_write_m  <= reg_write_m;
         wb_sel_m     <= wb_sel_m;
         mem_write_m  <= mem_write_m;
         opcode_m     <= opcode_m;
         func3_m      <= func3_m;
         instr_m      <= instr_m;
         imm_csr_m    <= imm_csr_m;
         pc_m         <= pc_m;
         rs1_m        <= rs1_m;
         csr_we_m     <= csr_we_m;
         csr_re_m     <= csr_re_m;
      end : to_next_stage
      else begin
         alu_out_m    <= alu_out_e;
         write_data_m <= write_data_e;
         rd_m         <= rd_e;
         pc_plus_4_m  <= pc_plus_4_e;
         reg_write_m  <= reg_write_d;
         wb_sel_m     <= wb_sel_d;
         mem_write_m  <= mem_write_d;
         opcode_m     <= opcode_d;
         func3_m      <= func3_d;
         instr_m      <= instr_d;
         imm_csr_m    <= imm_csr_d;
         pc_m         <= pc_d;
         rs1_m        <= rs1_d;
         csr_we_m     <= csr_we_d;
         csr_re_m     <= csr_re_d;
      end
   end : pipelined_register
endmodule
```
**./run.sh**
```bash
#!/bin/bash
# OpenROAD 26Q1-2900-gdf79404cd8, Yosys 0.63+post, stock flow scripts
make -C /OpenROAD-flow-scripts/flow DESIGN_CONFIG=/design/flow/config.mk WORK_HOME=/design/flow/orfs finish
```
==> impl_metrics.toml <==
# yosys + openroad results
[floorplanning]
initial_core_util_pct = 15.8
die-area_sq_um = 69200
placementRows = 89
chipWidth_um = 263
die-height_um = 263
io_pins = 493
fp.coreArea_sq_um = 58800

[cells_and_area]
final_cell_mix = "246 x clkdlybuf4s50_1, 244 x dfrtp_1, 241 x buf_2, 195 x mux2_2, 75 x buf_4"
final_design_area_no_fill_sq_um = 15700
area_growth_pct = 69.3
post-route-util_pct = 26.7
fillers = 6053
layout_top_cell = "clkdlybuf4s50_1"
drive_gt1_share_pct = 56.1

[timing]
fin_skew_ps = 0
relSlewSlack_pct = 75.0
fmax_mhz = 742
finalSetupViolations = 245
period_used_pct = 135
hold_viol = 0
layout_min_cycle_time_ps = 1350
drv_slew = 0
rsz0062_at_grt = "true"
fin_ws_ps = -348
tightest_slew_ps = 375

[setup_path]
slowest_delay_ps = 450
reg2reg_slack_ps = 20
critPathKind = "reg2out"
ff2ff_path_depth = 3
path_cells = "buf_6"
crit_path_max_fanout = 2
path_buffers = 1
start_kind = "register"
path_delay_family = "flip-flops"
r2r_start = "write_data_m[10]"
end_kind = "primary output"
crit_required_ps = 800
cp.arrival_ps = 1150
r2r_end = "write_data_m[10]"
crit_slowest_cell = "dfrtp_2"

[placement]
hpwl_um = 24700
place_area_sq_um = 15600
place_congestion = 0.799
post-place-ws_ps = -269
io_buffers = 492

[synthesis]
netlist_top_cells_area = "dfrtp_1 66%, mux2_2 24%, mux2_4 8.1%"
yosys_cells = 518
synthCells = 518
syn_area_per_cell_sq_um = 17.9
yosys_warnings = 1
top_area_share_pct = 66.1
syn-cell-area_sq_um = 9280
synth_cell_types = 7
ys_ff = 245
top_area_cell = "dfrtp_1"
ys_area_sq_um = 9280
ys_seq_share_pct = 66.1

[global_routing]
grt_pass1_vias = 7325
grt_overflow = 0
globalRouteTotalUtil_pct = 8.76
grt_pass1_wl_um = 47100
grt_start_max_net_pins = 32
grt_antenna_before_repair = 0

[run_status]
status = "finished, violations left"
violations = "negative setup slack"

[route]
dr.pass1.iters = 4
drt_iter0_drc = 133
ant_nets = 0
dr_wl_met3_um = 3400
viasPerCell = 3.48
dr.max_layer_used = "met4"
wl_met2_um = 15500
diodes = 0
route.vias.total = 6630
wl_um = 31300
m1WireLength_um = 11800
drc_errors = 0
wl_per_cell_um = 16.5

[flow_run]
drv_cap = 0
warning_count = 28

[clock_network]
cts.reportedPaths.clkPinSlew_ps = 60
cts.path.max_buffers = 3
clkSinkCount = 245
clk_latency_ps = 560
cts_tree = "built"
htree_levels = 1
numCtsBuffers = 28
clock-root-buffer = "clkbuf_16"

[pwr]
sw_frac_of_total_pct = 22.1
cellPowerDensity_nw_per_um2 = 1680
ir_drop_mv = 1.31
clockPowerShare_pct = 41.1
power.switching_mw = 5.81
leakage_nw = 7.02
pwr-share-seq_pct = 43.2
p_comb_share_pct = 15.7
internal_power_mw = 20.5

[min_path]
hold_end = "pc_plus_4_m[0]"
holdCritStartpoint = "stall"
min-delay-path-class = "in2reg"
hold_depth = 3
==> Yosys cell counts <==
library cell  instances
inv_1                 1
mux2_4               50
dfrtp_1             245
buf_6                 6
mux2_2              195
buf_4                11
buf_2                10
==> final cells by class <==
cell class,count,area (sq um),area share [%]
inverters,1,7.51,0.0478
well taps,773,967,6.16
multi-input cells,245,2950,18.8
repair buffers,588,4670,29.7
clock buffers,44,872,5.55
flip-flops and latches,245,6130,39.0
clock inverters,8,119,0.757
==> state kept, by name (all words and copies together) (netlist names) <==
name,count
alu_out_m,32
csr_re_m,1
csr_we_m,1
func3_m,3
imm_csr_m,32
instr_m,32
mem_write_m,1
opcode_m,7
pc_m,32
pc_plus_4_m,32
rd_m,5
reg_write_m,1
rs1_m,32
wb_sel_m,2
write_data_m,32
==> worst max path at each step <==
stage	from	to	slack (ps)	cells past startpoint
after CTS	instr_m[30]	instr_m[30]	-410	1
after global routing	instr_m[30]	instr_m[30]	-410	1
final	instr_m[30]	instr_m[30]	-350	1
==> repair_timing <==
| action | CTS | global route |
|---|---|---|
| setup endpoints to repair | 245 | 248 |
| endpoints found under the hold margin | 1 | 0 |
| cloned | 0 | 0 |
| hold buffers | 1 | 0 |
| resized | 826 | 4 |
| buffers inserted | 21 | 16 |
==> per-stage QoR <==
step                hold WS [ps]  std cells  total power, mW  TNS [ps]
global route                 129       1904             27.6    -74890
detailed placement           490       1815             16.6    -40030
CTS                         94.1       1889             26.9    -75320
floorplan                    349        518             12.8   -592570
global placement             486       1815             16.5    -39920
finish                       123       1904             26.4    -61370
==> power groups by stage <==
| stage | Clock, mW | Combinational, mW | Sequential (mW) |
|---|---|---|---|
| global route | 11.6 | 4.52 | 11.5 |
| finish | 10.8 | 4.13 | 11.4 |
| CTS | 11.3 | 4.17 | 11.4 |
==> metal layers <==
metal / GRT usage, % / vias up
met5: 0 / -
met1: 10.4 / 3297
met2: 14.8 / 288
li1: - / 3006
met3: 3.65 / 39
met4: 1.65 / 0
==> tightest hold or removal path: stages <==
cell,delay (ps)
buf_8,100
buf_12,170
mux2_2,170
==> kinds of logic after synthesis <==
kind of cell / after synthesis / synth area share [%]
buf+inv: 28 / 2.20
flops: 245 / 66.1
mux: 245 / 31.7
Power and IR drop assume default switching activity.
